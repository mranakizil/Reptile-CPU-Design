## design.v

```verilog
module reptile (
					input clk,
					input [15:0] data_in,
					output [15:0] data_out,
					output reg [11:0] address,
					output memwt,
					output [15:0] reg0
					);
    reg [11:0] pc, ir;  
    reg [4:0]  state;  
	 reg [15:0] regbank [7:0]; 
    reg zeroflag;  
	 reg [15:0] result;  
     localparam   FETCH=4'b0000,
                  LDI=4'b0001, 
                  LD=4'b0010,
                  ST=4'b0011,
                  JZ=4'b0100,
                  JMP=4'b0101,
                  ALU=4'b0111;
    wire zeroresult;  
    always @(posedge clk)
        case(state)
            FETCH: 
            begin
                if ( data_in[15:12]==JZ)  
                    if (zeroflag)   
                        state <= JMP;
                    else
                        state <= FETCH;  
                else
                    state <= data_in[15:12];  
                ir<=data_in[11:0];  
                pc<=pc+1;  
            end
            LDI:
            begin
                regbank[ ir[2:0] ] <= data_in;  
                pc<=pc+1;  
                state <= FETCH;
            end
             LD:
                begin
                    regbank[ir[2:0]] <= data_in;
                    state <= FETCH;  
                end 
            ST:
                begin
						  state <= FETCH;  
                end    
            JMP:
                begin
                    pc <= pc+ir;
                    state <= FETCH;  
                end          
            ALU:
                begin
                    regbank[ir[2:0]]<=result;
                    zeroflag<=zeroresult;
                    state <= FETCH;
                end
        endcase
    always @*   
        case (state)
            LD:      address=regbank[ir[5:3]][11:0];
            ST:      address=regbank[ir[5:3]][11:0];
            default: address=pc;
         endcase
 assign memwt=(state==ST);
 assign data_out = regbank[ir[8:6]];
    always @*
        case (ir[11:9])
            3'h0: result = regbank[ir[8:6]]+regbank[ir[5:3]];  
            3'h1: result = regbank[ir[8:6]]-regbank[ir[5:3]];  
            3'h2: result = regbank[ir[8:6]]&regbank[ir[5:3]];  
            3'h3: result = regbank[ir[8:6]]|regbank[ir[5:3]];  
            3'h4: result = regbank[ir[8:6]]^regbank[ir[5:3]];  
            3'h5: case (ir[8:6])
                        3'h0: result = !regbank[ir[5:3]];
                        3'h1: result = regbank[ir[5:3]];
                        3'h2: result = regbank[ir[5:3]]+1;
                        3'h3: result = regbank[ir[5:3]]-1;
                        default: result=16'h0000;
                    endcase
            default: result=16'h0000;
        endcase
   assign zeroresult = ~|result;
	assign reg0=regbank[0];
    initial begin;
            state=FETCH;
				zeroflag=0;
				pc=0;
            end                        
endmodule
module sevenSegment( din, grounds, display, clk);
input wire [15:0] din;
output reg [3:0] grounds;
output reg [6:0] display;
input clk; 
reg [3:0] data [3:0] ;  
reg [1:0] count;        
reg [25:0] clk1;
always @(posedge clk)
   clk1<=clk1+1;
always @(posedge clk1[15])  
begin
    grounds<={grounds[2:0],grounds[3]};
    count<=count+1;
end
 always @*
   begin
   data[0]=din[15:12];
   data[1]=din[11:8];
   data[2]=din[7:4];
   data[3]=din[3:0];
   end
always @(*)
    case(data[count])
        0:display=7'b1111110;  
        1:display=7'b0110000;
        2:display=7'b1101101;
        3:display=7'b1111001;
        4:display=7'b0110011;
        5:display=7'b1011011;
        6:display=7'b1011111;
        7:display=7'b1110000;
        8:display=7'b1111111;
        9:display=7'b1111011;
        'ha:display=7'b1110111;
        'hb:display=7'b0011111;
        'hc:display=7'b1001110;
        'hd:display=7'b0111101;
        'he:display=7'b1001111;
        'hf:display=7'b1000111;
        default display=7'b1111111;
    endcase
initial begin
    count = 2'b00;
    grounds=4'b1110;
    clk1=0;
end
endmodule
module top_module (grounds, display, clk, pushbutton,led);
    input   pushbutton; 
    output  [3:0] grounds;
    output  [6:0] display;
    input   clk; 
    output led;
    reg     [15:0] memory [0:127]; 
    wire     [11:0] pc;  
    wire     [15:0] data_out;
    wire     [15:0] data_in;
    wire     [11:0] address;
    wire     memwt;
    wire     [15:0] reg0;
 assign led=memwt;  
  reptile rr1 (.data_in(data_in), .data_out(data_out), .clk(~pushbutton), .memwt(memwt), .address(address),.reg0(reg0));
    sevenSegment ss1 ( .din(reg0), .grounds(grounds), .display(display), .clk(clk));
    assign data_in=memory[address];
	 always @(posedge clk)
		if (memwt==1)
			memory[address]<=data_out;
    initial begin
		$readmemh("ram.txt", memory);
    end
endmodule
```

## run.sh

```bash
#!/bin/bash
# OpenROAD 26Q1-2900-gdf79404cd8, Yosys 0.63+post, stock flow scripts
make -C /OpenROAD-flow-scripts/flow DESIGN_CONFIG=/design/flow/config.mk WORK_HOME=/design/flow/orfs finish
```

## config.mk

```make
export PLATFORM = sky130hd
export DESIGN_NAME = top_module
export DESIGN_NICKNAME = top_module
export VERILOG_FILES = /design/flow/design.v
export SDC_FILE = /design/flow/constraint.sdc
export NUM_CORES = 4
export LEC_CHECK = 1
export CORE_UTILIZATION = 40
export SYNTH_HDL_FRONTEND = slang
```

## constraint.sdc

```tcl
current_design top_module

set clk_period 17.9
set clk_io_pct 0.2

create_clock -name clk0 -period $clk_period [get_ports {clk}]
create_clock -name clk1 -period $clk_period [get_ports {pushbutton}]

set non_clock_inputs [all_inputs -no_clocks]
set_input_delay [expr $clk_period * $clk_io_pct] -clock clk0 $non_clock_inputs
set_output_delay [expr $clk_period * $clk_io_pct] -clock clk0 [all_outputs]
```

==> summary.txt <==
The synthesis and PnR run went through. The flow ran to the end, and the final reports show no timing, DRC or antenna violations. Worst vdd rail ir drop landed at 0.0811 mV. STA classifies the critical path startpoint as a flip-flop. After routing the design area is 0.0996 mm². By instance count after routing, the leading logic cell type is sky130_fd_sc_hd__edfxtp_1. Via density per instance landed at 6.15. Storage element area landed at 0.0666 mm². The routed design shows a wire length per standard cell of 32.4 µm. Setup repair after global routing left no endpoint under its margin. The critical path is of the flip-flop to primary output type. Fraction of registers with async set/reset landed at 0%. Number of port buffers landed at 12. Tally of max-capacitance violations landed at 0. Per the placement report, the placed cell count is 7961. 14 I/O pins were placed. After detailed routing, the number of remaining DRC violations is 0.

Clock skew on the completed layout was measured at 0.0258 ns. For this design, the CTS-stage hold fixing added 0 buffers. After detailed routing, the met2 layer carries 123000 µm of wire. The transition time recorded at the tightest slew-check pin is 1.25 ns. Wire length on met1 landed at 87400 µm. Area enclosed by the die boundary landed at 0.219 mm². Headroom to the max-slew limit came out at 15.6%.

Count of instantiated cells in the yosys netlist landed at 5121. Filler cell count landed at 17931. Footprint of the multi-input gates landed at 0.0191 mm².

First-pass GRT wire length landed at 392000 µm. Internal reg-to-reg setup slack landed at 4.01 ns. Share of cells above drive strength 1 landed at 15.1%. Total length of routed wires landed at 275000 µm. 10 endpoints have no timing constraint. The final timing report lists a hold violation count of 0. The number of setup buffers added after CTS is 0. Synthesis handed over a netlist of 5121 instances. In this run the horizontal extent of the chip is 468 µm. Number of cells traversed by the worst register-to-register path landed at 12. The largest total area in the synthesized netlist belongs to sky130_fd_sc_hd__edfxtp_1.

The timing report gives the clock slew at the launch and capture registers of the worst setup and hold paths as 0.05 ns. Number of unique standard cell types used by synthesis landed at 83. Setup violations remaining at the end of the flow were counted as 0. Average cell area after synthesis landed at 17.0 µm².

For this run, the number of standard cells in the final layout without fillers is 8512. TritonCTS built the clock tree. The number of cells on the worst hold path is listed as 1. STA lists the endpoint of the worst register-to-register path as memory[18][8].

At the placement stage, the worst setup path has a slack of 2.92 ns. Summed over all routing layers, the global router reports a total usage of 27.6%. STA classifies the critical path endpoint as a primary output.

According to the timing report, the data required time at the worst endpoint equals 14.32 ns. For this block, the initial DRC count from the detailed router was 4150. Gates resized during post-CTS repair numbered 0.

Post-place instance area landed at 0.0923 mm². Yosys reports a chip area of 0.0870 mm². Final global-route overflow total landed at 0.

According to the floorplan log, the row count is 170. By instance count after routing, the leading logic cell types are sky130_fd_sc_hd__edfxtp_1, sky130_fd_sc_hd__a22oi_1, sky130_fd_sc_hd__buf_4. For this configuration, the core starts out at a cell density of 40.4%. Pins over their slew limit in the final report were tallied at 0. Areal power density over the cells landed at 101 mW/mm².

Count of warnings emitted by yosys landed at 0. Area added between synthesis and finish landed at 14.4%. Fraction of the core area covered by cells at the end of the flow landed at 46.2%. Area fraction of the dominant cell type after synthesis landed at 75.9%. The leakage power in the latest report is 0.0351 µW. Signal routing reaches up to met5.

The timing report gives the biggest stage delay along the critical path as 0.59 ns. Vertical extent of the die landed at 468 µm. Note, the detailed placer reported a final HPWL of 165000 µm.

In the final timing run, aggregate negative setup slack is 0 ns. Once detail routing completed, the nets flagged for antenna violations numbered 0. The synthesis report names the predominant flop master as sky130_fd_sc_hd__edfxtp_1. The slowest stage of the critical path is the sky130_fd_sc_hd__mux4_2 cell. The timer found 6 register pins that no clock reaches; their paths are not timed.

Combined area of all synthesized cells landed at 0.0870 mm². Area inside the core boundary landed at 0.215 mm². The synthesis stat section lists a flop and latch total of 2228. Sequential elements use 76.5% of the synthesized area. The routed layout has 52319 vias. Count of library flops with an enable pin landed at 2200.

RePlAce ended its routability-driven mode at a weighted congestion of 0.974. Arrival time at the worst endpoint landed at 11.86 ns. Largest fanout of any net on the critical path landed at 6.

The initial antenna violation count was 8. For hold timing, the worst endpoint is ss1.clk1[0]. Number of logged tool warnings landed at 209. Entering global routing, the biggest net connects 74 pins. The cell sequence reported for the critical path is mux4_2 -> inv_1 -> ha_1 -> mux4_2 -> inv_1 -> clkdlybuf4s50_1.

Number of global-route vias before repair landed at 55253. Across all setup checks in the final design, the least slack found is 2.46 ns. Iteration count of the initial detailed-routing pass landed at 6.

Sorting the synthesized cells by area gives the leading types as sky130_fd_sc_hd__edfxtp_1, sky130_fd_sc_hd__a22oi_1, sky130_fd_sc_hd__a221oi_1. Wire segments on met3 add up to 49800 µm in the final route. Looking at hold timing, the worst path starts from ss1.clk1[0]. The path class of the tightest hold or removal check is flip-flop to flip-flop.
## layout make-up
| type | instances | share of cell area [%] |
|---|---|---|
| clock inverters | 281 | 1.70 |
| multi-input cells | 2488 | 19.2 |
| repair buffers | 351 | 2.79 |
| flip-flops and latches | 2228 | 66.9 |
| well taps | 2838 | 3.56 |
| inverters | 55 | 0.230 |
| clock buffers | 258 | 5.63 |
| diodes | 13 | 0.0327 |
## registers in the layout, indices dropped and copies added (netlist names), named ones only
| signal | cells |
|---|---|
| memory | 2048 |
| rr1.state | 4 |
| rr1.ir | 12 |
| rr1.zeroflag | 1 |
| rr1.pc | 7 |
| ss1.count | 2 |
| ss1.grounds | 4 |
| rr1.regbank | 128 |
| ss1.clk1 | 16 |
## metal layers
layer | up-vias | track usage [%]
met5 | - | 2.86
met4 | 26 | 11.8
met3 | 633 | 22.2
met2 | 3827 | 38.4
met1 | 25664 | 31.3
li1 | 22169 | -
## worst max-delay path, delay by kind of cell (launching register included)
kind | cells | cell delay, ns
fa+ha+maj | 1 | 0.26
buf+inv | 3 | 0.70
flops | 1 | 0.45
mux | 2 | 1.06
## worst max path at each step
stage	startpoint	endpoint	slack, ns	depth (start not counted)
4_1_cts	rr1.regbank[0][0]	display[3]	2.44	6
5_1_grt	rr1.regbank[0][0]	display[3]	2.29	6
6_report	rr1.regbank[0][0]	display[3]	2.46	6
## Yosys cell counts (all sizes together), types with 7 or more instances
master	instances
and2	9
nand3	58
a21o	14
o221ai	10
o31ai	9
a22o	68
a41oi	92
a22oi	597
nor2b	9
ha	76
edfxtp	2200
nand2b	17
mux2i	75
nor2	221
o22ai	67
nand4	30
xor2	14
o211ai	13
a211oi	21
xnor2	46
clkbuf	156
buf	193
or3	7
a31oi	76
nand2	202
a221oi	252
mux2	44
mux4	70
a221o	7
dfxtp	28
a222oi	34
nor3	29
nor4	32
inv	55
o22a	9
a21oi	119
and3	11
o21ai	81
## power breakdown
group	total [µW]	leakage, µW	switching (µW)	internal (µW)
logic	0.00517	0.00517	0	0
registers	5630	0.0258	0	5630
clock network	4470	0.00413	2020	2460
## cell families (layout without fill, tap and decap cells)
group,count (synthesis),in the layout,share of synthesized area [%]
other,0,13,0
AND/OR/NAND/NOR,648,648,3.39
buffers and inverters,405,945,1.97
XOR/XNOR,60,60,0.604
adder cells (fa/ha/maj),79,79,1.16
multiplexers,189,189,3.26
AND-OR/OR-AND,1512,1512,13.1
flip-flops,2228,2228,76.5
## metrics by stage
stage	hold WS (ns)	power, µW
3_3_place_gp	0.391	5790
3_5_place_dp	0.401	5790
5_1_grt	0.434	10400
4_1_cts	0.414	10200
6_report	0.415	10100
2_1_floorplan	0.379	5790
No activity file was given, so power comes from the tool's default toggle rates.
